==> flow/design.v <==
module clock_divider (clock, reset, divided_clocks); 
 input logic reset, clock; 
 output logic [31:0] divided_clocks = 0; 
 always_ff @(posedge clock) begin 
 divided_clocks <= divided_clocks + 1; 
 end 
endmodule
==> flow/run.sh <==
#!/bin/bash
# OpenROAD 26Q1-2900-gdf79404cd8, Yosys 0.63+post, stock flow scripts
make -C /OpenROAD-flow-scripts/flow DESIGN_CONFIG=/design/flow/config.mk WORK_HOME=/design/flow/orfs finish
==> flow/config.mk <==
export PLATFORM = sky130hd
export DESIGN_NAME = clock_divider
export DESIGN_NICKNAME = clock_divider
export VERILOG_FILES = /design/flow/design.v
export SDC_FILE = /design/flow/constraint.sdc
export NUM_CORES = 4
export LEC_CHECK = 1
export CORE_AREA = 10 10 101 101
export DIE_AREA = 0 0 111 111
==> flow/constraint.sdc <==
current_design clock_divider

set clk_period 7.2
set clk_io_pct 0.2

create_clock -name clk0 -period $clk_period [get_ports {clock}]

set non_clock_inputs [all_inputs -no_clocks]
set_input_delay [expr $clk_period * $clk_io_pct] -clock clk0 $non_clock_inputs
set_output_delay [expr $clk_period * $clk_io_pct] -clock clk0 [all_outputs]
==> run_results.csv <==
group,metric,value,unit
yosys,ys_sh_adder,0.00949,
worst_setup_path,rrSetupSlack,5.33,ns
detailed_routing,vias_per_cell,3.63,
yosys,muxShareOfSynthArea,0,
yosys,ys_types,24,
yosys,ys_cells,127,
run,openroad.warnings,26,
cells_and_area,area_growth,40.5,%
min_path,hold_class,"flop to flop",
final_timing,hold_violations,0,
clocking,cts.path.max_buffers,2,
final_timing,setup_tns,0,ns
yosys,synthCells,127,
global_routing,grt_overflow,0,
pwr,power,343,µW
yosys,ys_seq_frac,0.486,
worst_setup_path,cp.arrival,1.22,ns
pwr,power_density,185,nW/µm²
detailed_routing,drt_iter0_markers,25,
placement,place_hpwl,2180,µm
final_timing,slew_violations,0,
yosys,ys_sh_aoi,0,
detailed_routing,totalWireLength,2950,µm
worst_setup_path,r2r-end,"divided_clocks[26]",
final_timing,fin_crit,2.66,ns
placement,portBuffers,32,
worst_setup_path,critical_path_buf_inv_count,1,
yosys,ys_warn_count,1,
die,die_area,12300,µm²
yosys,synth_area,1320,µm²
cells_and_area,most-common-layout-cells,"dfxtp_1 (32), clkdlybuf4s50_1 (32), xor2_1 (20)",
clocking,cts_buffers,5,
global_routing,grt_max_degree,12,
yosys,xor_area_frac,0.199,
global_routing,antenna_found_initial,0,
cells_and_area,comb_area,634,µm²
detailed_routing,antenna_cells,0,
clocking,cts_max_level,2,
die,core_area,8130,µm²
yosys,synth.avg_cell_area,10.4,µm²
worst_setup_path,critPathLaunchType,"flop",
final_timing,grt_setup_unrepaired,"no",
worst_setup_path,endpoint_kind,"output port",
global_routing,grt_pass1_vias,927,
pwr,ir_drop,75.1,µV
yosys,synth_area_leader_cell,"dfxtp_1",
yosys,top_logic_kind,"simple AND/OR/NAND/NOR gates",
cells_and_area,largest_register_ff_count,32,
die,fp-row-count,33,
final_timing,fin_skew,0.00829,ns
worst_setup_path,max_stage_delay,0.52,ns
clocking,path_clk_slew,0.07,ns
yosys,ys.flops,32,
min_path,min_from,"divided_clocks[31]",
cells_and_area,regArea,641,µm²
detailed_routing,vias,973,
min_path,holdPathStages,1,
clocking,post_cts_buffers,0,
worst_setup_path,path_class,"flop to output port",
run,max-cap-violations,0,
yosys,yosys-stat-area,1320,µm²
worst_setup_path,worstPathRequired,5.76,ns
cells_and_area,drive_above_1_share,0.104,
worst_setup_path,r2r_cells,5,
yosys,simple_gate_area_frac,0.272,
clocking,tritoncts,"yes",
cells_and_area,top_register,"divided_clocks",
final_timing,setup_viol,0,
global_routing,grt_pass1_wl,5050,µm
final_timing,max_freq,376,MHz
detailed_routing,drtPass1Iterations,3,
die,chipHeight,111,µm
placement,globalplace.congestion,0.710,
global_routing,grtUsageTotal,0.0488,
worst_setup_path,crit_path_max_fanout,6,
clocking,cts_sinks,32,
final_timing,period_used_share,0.369,
die,io_pins,34,
yosys,top_area_frac,0.486,
cells_and_area,top_regs,"divided_clocks x32",
clocking,postCtsHoldBufs,0,
die,fp_util,0.162,
clocking,cts-root-buf,"clkbuf_8",
cells_and_area,fillers,868,
clocking,post_cts_resize_count,0,
worst_setup_path,timing.rr.start,"divided_clocks[0]",
detailed_routing,drc,0,
outcome,outcome,"completed",
die,die_x,111,µm
worst_setup_path,cpMaxStageDelayCell,"clkdlybuf4s50_1",
final_timing,worst_pin_slew,0.580,ns
detailed_routing,drt-wirelength-per-cell,11.0,µm
worst_setup_path,cp_cell_sequence,"clkdlybuf4s50_1",
final_timing,timing.slew.headroom,0.612,
detailed_routing,ant_nets,0,
yosys,yosys-top-cells-area,"dfxtp_1 (49%), xor2_1 (13%), xnor2_1 (6.6%)",
pwr,p_leak,0.714,nW
clocking,insertion_delay,0.28,ns
worst_setup_path,crit_family,"buffers and inverters",
min_path,worstHoldEndpoint,"divided_clocks[31]",
==> worst max-delay path by stage <==
stage,from,endpoint,slack (ns),depth (start not counted)
final,divided_clocks[26],divided_clocks[26],4.54,1
after global routing,divided_clocks[7],divided_clocks[7],4.45,1
after CTS,divided_clocks[7],divided_clocks[7],4.51,1
==> cells in the mapped netlist <==
cell type,number
nor3b_1,1
nand3_2,2
or2_2,1
inv_1,5
ha_1,1
nand2b_1,1
nor2_1,6
nand4_1,3
nand2_1,9
nor4_2,5
xnor2_1,10
and4_1,4
nor4_4,1
and3_1,2
dfxtp_1,32
buf_6,1
nor4_1,4
nor3_1,4
buf_1,1
xor2_1,20
or3_4,1
or3_1,1
nand3_1,10
buf_2,2
==> layer usage <==
layer  GRT usage  up-vias  wire length [µm]
met1      0.0644      438              1390
met4     0.00434        0                 8
li1            -      506                 -
met2      0.0723       27              1270
met3      0.0252        2               282
met5           0        -                 0
==> area by class of cell <==
cell class,count,area share
Inverter,5,0.0101
Clock inverter,2,0.0189
Clock buffer,6,0.0392
Multi-Input combinational cell,86,0.342
Tap cell,105,0.0709
Sequential cell,32,0.346
Timing Repair Buffer,32,0.173
==> metrics by stage <==
stage	utilization	hold WS, ns	cell area (µm²)	setup WS (ns)	instances
after floorplan	-	0.394	1320	5.39	127
after global placement	0.215	0.430	1750	4.82	260
after detailed placement	0.215	0.433	1750	4.81	260
after CTS	0.228	0.452	1850	4.51	268
after global routing	0.228	0.484	1850	4.45	268
final	0.228	0.453	1850	4.54	268
==> logic make-up after synthesis <==
group | count (synthesis)
flip-flops | 32
adder cells (fa/ha/maj) | 1
AND/OR/NAND/NOR | 55
buffers and inverters | 9
XOR/XNOR | 30
==> power breakdown <==
group / internal, mW / switching [mW]
registers: 0.177 / 0
logic: 0 / 0
clock network: 0.103 / 0.0636
total: 0.280 / 0.0636
No activity file was given, so power comes from the tool's default toggle rates.
