===== design/flow/design.v =====
module seg7 (bcd, leds); 
	input logic [3:0] bcd; 
	output logic [6:0] leds; 
	always_comb begin 
		case (bcd) 
			4'b0000: leds = 7'b1000000;  
			4'b0001: leds = 7'b1111001;  
			4'b0010: leds = 7'b0100100;  
			4'b0011: leds = 7'b0110000;  
			4'b0100: leds = 7'b0011001;  
			4'b0101: leds = 7'b0010010;  
			4'b0110: leds = 7'b0000010;  
			4'b0111: leds = 7'b1111000;  
			4'b1000: leds = 7'b0000000;  
			4'b1001: leds = 7'b0010000;  
			default: leds = 7'bX; 
		endcase 
	end 
endmodule

===== design/flow/run.sh =====
#!/bin/bash
# OpenROAD 26Q1-2900-gdf79404cd8, Yosys 0.63+post, stock flow scripts
make -C /OpenROAD-flow-scripts/flow DESIGN_CONFIG=/design/flow/config.mk WORK_HOME=/design/flow/orfs finish

===== design/flow/config.mk =====
export PLATFORM = sky130hd
export DESIGN_NAME = seg7
export DESIGN_NICKNAME = seg7
export VERILOG_FILES = /design/flow/design.v
export SDC_FILE = /design/flow/constraint.sdc
export NUM_CORES = 4
export LEC_CHECK = 1
export CORE_AREA = 10 10 70 70
export DIE_AREA = 0 0 80 80

===== design/flow/constraint.sdc =====
current_design seg7

set clk_period 1.2
set clk_io_pct 0.2

create_clock -name clk0 -period $clk_period

set non_clock_inputs [all_inputs -no_clocks]
set_input_delay [expr $clk_period * $clk_io_pct] -clock clk0 $non_clock_inputs
set_output_delay [expr $clk_period * $clk_io_pct] -clock clk0 [all_outputs]

==> flow_metrics.env <==
# implementation run metrics
export IMPL_outcome="completed"
export IMPL_drv_slew=0
export IMPL_hold_slack_ps=801
export IMPL_final_clkbuf_count=0
export IMPL_antenna_found_initial=0
export IMPL_fp_util=0.0454
export IMPL_worst_slack_ps=7.49
export IMPL_dp_hpwl_um=506
export IMPL_path_class="primary input to output port"
export IMPL_overflow=0
export IMPL_end_kind="output port"
export IMPL_hold_start="bcd[3]"
export IMPL_crit_fanout=3
export IMPL_drc=0
export IMPL_timing_fmax_mhz=839
export IMPL_yosys_warnings=1
export IMPL_synth_cell_type_count=10
export IMPL_wl_per_cell_um=7.65
export IMPL_lay_top_count="buf_2"
export IMPL_ys_cells=21
export IMPL_grt_pass1_vias=217
export IMPL_yosysTopAreaCell="ha_1"
export IMPL_gp_congestion=0.659
export IMPL_grtUsageTotal=0.0194
export IMPL_cap_violations=0
export IMPL_die_h_um=80
export IMPL_avgViaCountPerCell=2.44
export IMPL_min_period_ps=1190
export IMPL_power_total_mw=0.118
export IMPL_worstHoldEndpoint="leds[2]"
export IMPL_tightest_slew_ps=104
export IMPL_cp_num_buf_inv=3
export IMPL_initialDrtViolationCount=2
export IMPL_syn_area_um2=155
export IMPL_grt_max_degree=9
export IMPL_rows=21
export IMPL_yosys_top_cells_area="ha_1 (40%), a21oi_1 (13%), nand2b_1 (8.1%)"
export IMPL_register_area_um2=0
export IMPL_ys_seq_frac=0
export IMPL_core_um2=3420
export IMPL_hold_class="primary input to output port"
export IMPL_layout_cells_non_filler=84
export IMPL_p_per_area_nw_per_um2=257
export IMPL_worst_path_max_delay_cell="or2_1"
export IMPL_pin_count=11
export IMPL_setup_worst_path_start_class="primary input"
export IMPL_maxSlewHeadroom=0.929
export IMPL_ant_nets=0
export IMPL_synth_area_per_cell_um2=7.39
export IMPL_yosys_area_um2=155
export IMPL_grt_pass1_wl_um=1010
export IMPL_final_core_util=0.134
export IMPL_port_buffers=11
export IMPL_insertedDiodeCount=0
export IMPL_drt_first_pass_iters=2
export IMPL_crit_path_max_incr_delay_ps=220
export IMPL_critPathArrivalTime_ps=950
export IMPL_vias=205
export IMPL_worstPathCellList="buf_8, inv_8, ha_2, or2_1, a21oi_2, buf_2"
export IMPL_hold_viol=0
export IMPL_chipArea_um2=6400
export IMPL_wirelength_um=643
export IMPL_syn_inst=21
export IMPL_setup_tns_ps=0
export IMPL_stdcell_area_um2=457
export IMPL_flops=0
export IMPL_fill_cells=396
export IMPL_fin_crit_sh=0.994
export IMPL_area_growth_pct=194
export IMPL_rsz0062_at_grt="yes"
export IMPL_synth_top_area_share=0.403
export IMPL_vdd_ir_drop_max_mv=0.0407
export IMPL_hold_path_depth=3
export IMPL_setup_viol=0
export IMPL_drive_above_1_share=0.842
export IMPL_pre_cts_slack_ps=-898
export IMPL_dpl_cell_count=83
export IMPL_dieWidth_um=80
export IMPL_final_cell_mix="buf_2 (6), ha_4 (4), buf_4 (4)"
export IMPL_required_ps=960
export IMPL_placedInstanceArea_um2=360
export IMPL_cellLeakagePower_nw=0.184
export IMPL_tool_warnings=38
export IMPL_path_delay_family="buffers and inverters"
==> report_power, final <==
group          switching, mW  internal (mW)  leakage [nW]
clock                      0              0             0
sequential                 0              0             0
combinational         0.0486         0.0689         0.184
total                 0.0486         0.0689         0.184
==> repair_timing <==
action | 4_1_cts | 5_1_grt
buffers inserted | 1 | 0
gates resized | 59 | 11
hold buffers | 0 | 0
setup endpoints to repair | 7 | 7
pin swaps | 7 | 4
==> worst max path at each step <==
| stage | from | depth (start not counted) | slack [ps] | end |
|---|---|---|---|---|
| CTS | bcd[0] | 6 | -10 | leds[5] |
| global route | bcd[0] | 6 | -20 | leds[3] |
| finish | bcd[0] | 6 | 7 | leds[5] |
==> routing by layer <==
metal,routed length (µm),share of wire,track usage
met1,240,0.37,0.0218
met2,355,0.55,0.0385
met3,47,0.073,0.00341
met4,0,0,0
met5,0,0,0
==> cell families after synthesis <==
| family | Yosys count | share of synthesized area |
|---|---|---|
| fa+ha+maj | 5 | 0.403 |
| mux | 1 | 0.0645 |
| buf+inv | 2 | 0.0484 |
| compound gates | 4 | 0.129 |
| simple gates | 9 | 0.355 |
==> cell type report <==
class              count  area [µm²]  share of cell area
multi-input cells     19         241               0.529
well taps             46        57.6               0.126
inverters              2        22.5              0.0493
repair buffers        17         135               0.296
==> synthesized netlist by cell type (all sizes together) <==
master,instances
and2,1
mux2i,1
nor3b,1
or2,2
ha,5
inv,2
nand2,2
a21oi,4
nand2b,2
nor2b,1
Power and IR drop assume default switching activity.
